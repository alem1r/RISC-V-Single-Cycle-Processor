`./run.sh`:
```
#!/bin/bash
# OpenROAD 26Q1-2900-gdf79404cd8, Yosys 0.63+post, stock flow scripts
make -C /OpenROAD-flow-scripts/flow DESIGN_CONFIG=/design/flow/config.mk WORK_HOME=/design/flow/orfs finish
```
`./config.mk`:
```
export PLATFORM = sky130hd
export DESIGN_NAME = memreg
export DESIGN_NICKNAME = memreg
export VERILOG_FILES = /design/flow/design.v
export SDC_FILE = /design/flow/constraint.sdc
export NUM_CORES = 4
export LEC_CHECK = 1
export CORE_UTILIZATION = 40
```
`./constraint.sdc`:
```
current_design memreg

set clk_period 2.0
set clk_io_pct 0.2

create_clock -name clk0 -period $clk_period [get_ports {clk}]

set non_clock_inputs [all_inputs -no_clocks]
set_input_delay [expr $clk_period * $clk_io_pct] -clock clk0 $non_clock_inputs
set_output_delay [expr $clk_period * $clk_io_pct] -clock clk0 [all_outputs]
```
`./design.v`:
```
`timescale 1ns / 1ps
module basicregister #(parameter WORDSIZE=32)(
    input clk,
    input we,
    input rst,   
    input [WORDSIZE-1:0] idata,
    output reg [WORDSIZE-1:0] reg1
    );
    always@(posedge clk) begin
        if(rst)
            reg1 <='b0;  
        else if(we)
            reg1<=idata; 
        else
            reg1<=reg1;
    end
endmodule 
module memreg #(parameter WORDSIZE=32, parameter REGS=32)(
            input clk,  
            input rst,  
            input we,  
            input [4:0]addr1,  
            input [4:0]addr2,  
            input [4:0]saddr,  
            input [WORDSIZE-1:0] wdata,  
            output reg [WORDSIZE-1:0] reg1,  
            output reg [WORDSIZE-1:0] reg2   
    );
    wire [WORDSIZE-1:0] outs[REGS-1:0];
    wire web[REGS-1:0];
    generate
        genvar i;
        for (i=0; i<REGS; i=i+1) begin : regcr
        assign web[i]= we & (&(wdata ^ i));
        basicregister i_reg(
       .clk(clk),
       .rst(rst),
       .we(web[i]),
       .idata(wdata),
       .reg1(outs[i])
         );
        end
        always @(*) begin: naddr1
         if (addr1 == i)
            reg1 = outs[i];
         if(addr2==i)
            reg2 = outs[i];
          end
    endgenerate
endmodule
```
==> results.txt <==
Implementation status.

- The flow ran to the end, and the final reports show no timing, DRC or antenna violations.
- Routing resource usage on met2 recorded by global route was 26.3%.
- The area of the core is 0.00564 mm².
- After synthesis, the cell types taking the most area are sky130_fd_sc_hd__dlxtn_1 (40%), sky130_fd_sc_hd__dfxtp_1 (27%), sky130_fd_sc_hd__o32ai_2 (20%).
- Global routing used 26.9% of the available met1 tracks.
- The final-layout fill cell count is 459.
- The number of buffers added to fix hold violations after cts is 0.
- The arrival time of data at the critical path endpoint is 2.02 ns.
- Per the GRT log, the top usage layer is met1.
- The diode insertion count for antenna repair is 0.
- The count of cells along the worst hold path is 2.
- After detailed routing, the number of remaining DRC violations is 0.
- Across the VDD grid, the largest voltage drop is 0.000224 V.
- Along the worst path, the maximum fanout reaches 16.
- The flop and latch count out of synthesis is 96.
- The chip occupies 0.00631 mm².
- In the synthesis report, Yosys lists the chip area as 0.00240 mm².
- The worst-path cell with the longest stage delay is sky130_fd_sc_hd__or4_4.
- OpenROAD reports that the post-layout worst path occupies 91.4% of the period.
- The highest cell delay on the worst timing path is 0.60 ns.
- The synthesized netlist occupies a cell area of 0.00240 mm².
- The critical path is of the in -> reg type.
- Along the critical path, the tally of buffer and inverter instances is 2.
- The multi-input combinational cells in the finished layout cover a total of 604 µm².
- For this run, global-route usage on met3 was measured as 3.60%.
- The count of antenna-violating nets left after detailed routing is 0.
- By count the netlist is led by sky130_fd_sc_hd__dlxtn_1 (64), sky130_fd_sc_hd__dfxtp_1 (32), sky130_fd_sc_hd__inv_1 (32).
- Counting every instance in the synthesized netlist gives 188.
- The normalized max-slew margin is 66.1%.
- The class of the worst hold path is reg -> reg.
- The worst setup path is launched from an input pin.
- Setup repair after global routing left no endpoint under its margin.
- The final hold violation count recorded for this run is 0.
- The count of unclocked register or latch pins is 64.
- TritonCTS created 5 clock buffers.
- In the final routed layout, each cell accounts on average for 13.8 µm.
- The cell count in the Yosys report is 188.
- Per the final layout report, the fraction of cells sized above drive strength 1 comes to 16.6%.
- The leakage power in the latest report is 0.00133 µW.
- The startpoint of the worst-slack reg-to-reg timing path is regcr[0].i_reg.reg1[3].
- The first global-routing pass estimated 8170 µm of wire.
- The number of unconstrained endpoints is 128.
- The top cell family by delay on the critical path is simple AND/OR/NAND/NOR gates.
- Walking the worst path, the cells encountered are clkdlybuf4s50_1 -> nand4b_1 -> or4_4 -> clkbuf_16 -> o32ai_2.
- The number of placement rows is 27.
- The total wirelength of the detailed-routed design is 5070 µm.
- By instance count, the leading cell after synthesis is sky130_fd_sc_hd__dlxtn_1.
- The area taken by flip-flops and latches is 0.00160 mm².
- The synthesized design contains 0 enable-type register cells.
- The iteration count recorded for the first detailed-route pass is 4.
- For the final database, setup skew stands at 0 ns.
- The global placer's final weighted congestion is 0.700.
- At the pin with the least slew margin, the transition time is 0.509 ns.
- The synthesized area divided by synthesized cell count is 12.8 µm².
- The max-cap check violation count is 0.
- The worst-case reg-to-reg setup slack stands at 1.41 ns.
- The number of global-route vias before repair is 1604.
- The floorplan core density is 42.5%.
- The start point of the worst min-delay path is regcr[0].i_reg.reg1[31].
- The kind of capture point of the worst setup path is a register.
- In this run, distinct cell masters in the synthesized netlist total 16.
- Total power normalized to cell area comes to 373 mW/mm².
- The data required time reported for the critical path is 2.19 ns.
- TritonCTS built the clock tree.
- Per the CTS log, the maximum H-tree level is 2.
- Entering global routing, the biggest net connects 33 pins.
- The yosys warning tally is 3.
- The count of final max-slew check failures is 0.
- The average vias per placed instance is 4.72.
- The number of setup violations in the final report is 0.
- The final HPWL from detailed placement is 3320 µm.
- Per the synth stats, the proportion of register bits with asynchronous set or reset is 0%.
- The register clock-pin slew on the reported worst setup and hold paths is 0.07 ns.
- Measured along the x axis, the die boundary spans 79.4 µm.
- The share of synthesized area in the top cell type comes to 40.1%.
- The height of the chip is 79.4 µm.
- The clock period minus final worst setup slack is 1.83 ns.
- Recorded from the global router log, the overflow total was 0.
- The first routing iteration left 59 violations.
- At the later pin of the worst-skew pair, clock insertion delay measures 0.27 ns.
- Total global-route track usage over all layers is 17.1%.
- The number of port buffers is 106.
- The final layout reports a setup TNS of 0 ns.
- In this build the clock could be raised as far as 547 MHz.
- The worst register-to-register path depth is 2.
- The total power after layout is 1380 µW.
- The via count is 1731.
- The destination of the worst register-to-register timing path is regcr[0].i_reg.reg1[3].
- Per the synth stats, the flop cell with the highest instance count is sky130_fd_sc_hd__dlxtn_1.
- According to the I/O placement log, the pin count is 114.
- The maximum number of buffers from clock root to sink is 2.
- The cell taking the most area after synthesis is sky130_fd_sc_hd__dlxtn_1.
- Hold analysis lists the worst path endpoint as regcr[0].i_reg.reg1[31].
- The number of antenna violations at the first check in global routing came to 0.
- The tool warning count for the run is 33.
- From synthesis to final layout, the design area changed by 54.6%.
- Per the CTS log, the root buffer master is sky130_fd_sc_hd__clkbuf_8.
-- report_power, final --
group | total [µW] | internal, µW | leakage [µW] | switching, µW
logic | 123 | 83.0 | 0.000536 | 39.5
registers | 659 | 659 | 0.000741 | 0.000000255
clock network | 600 | 369 | 0.0000552 | 231
-- flip-flops by register name, indices dropped and copies added (netlist names) --
signal / flops
regcr.i_reg.reg1: 32
reg2: 32
reg1: 32
-- cells by family (layout without fill, tap and decap cells) --
family,count (synthesis),count (layout),synth area share [%]
compound gates,32,32,21.1
buf+inv,47,154,8.40
flops,32,32,26.7
latches,64,64,40.1
simple gates,13,13,3.71
-- layer usage --
layer  vias to the layer above  wire, µm
met4                         0        57
li1                        852         -
met5                         -         0
met1                       805      2330
met2                        67      2380
met3                         7       304
-- final cells by class --
class / count / area share [%]
repair buffers: 114 / 31.9
flip-flops and latches: 96 / 43.2
multi-input cells: 45 / 16.3
well taps: 72 / 2.43
inverters: 32 / 3.24
clock buffers: 6 / 1.96
clock inverters: 2 / 0.945
-- timing repair --
action / CTS / global route
resized: 0 / 1
buffers inserted: 0 / 0
endpoints found under the setup margin: 0 / 4
hold endpoints to repair: 0 / 0
-- through the flow --
| step | instances | utilization [%] | hold WS, ns | setup WS, ns | area, µm² |
|---|---|---|---|---|---|
| floorplan | 188 | - | 0.440 | 0.271 | 2400 |
| global placement | 358 | 63.3 | 0.451 | -0.224 | 3570 |
| detailed placement | 358 | 63.3 | 0.462 | -0.231 | 3570 |
| CTS | 366 | 65.2 | 0.474 | 0.0457 | 3680 |
| global route | 367 | 65.7 | 0.491 | 0.112 | 3710 |
| finish | 367 | 65.7 | 0.467 | 0.172 | 3710 |
-- worst max-delay path by stage --
stage	startpoint	cells past startpoint	to
4_1_cts	wdata[31]	5	regcr[0].i_reg.reg1[0]
5_1_grt	wdata[31]	5	regcr[0].i_reg.reg1[31]
6_report	wdata[31]	5	regcr[0].i_reg.reg1[2]
-- cell usage in the layout (no fill, tap or decap) --
cell type                         instances
sky130_fd_sc_hd__and4_1                   1
sky130_fd_sc_hd__buf_12                   4
sky130_fd_sc_hd__buf_2                    1
sky130_fd_sc_hd__buf_4                    3
sky130_fd_sc_hd__bufinv_16                1
sky130_fd_sc_hd__clkbuf_1                 1
sky130_fd_sc_hd__clkbuf_16                1
sky130_fd_sc_hd__clkbuf_8                 5
sky130_fd_sc_hd__clkdlybuf4s50_1        105
sky130_fd_sc_hd__clkinv_2                 1
sky130_fd_sc_hd__dfxtp_1                 32
sky130_fd_sc_hd__dlxtn_1                 64
sky130_fd_sc_hd__inv_1                   32
sky130_fd_sc_hd__nand3_2                  1
sky130_fd_sc_hd__nand4_1                  6
sky130_fd_sc_hd__nand4b_1                 1
sky130_fd_sc_hd__o32ai_1                  2
sky130_fd_sc_hd__o32ai_2                 30
sky130_fd_sc_hd__or3_2                    1
sky130_fd_sc_hd__or4_1                    2
sky130_fd_sc_hd__or4_4                    1
-- worst reg2reg max path, cell delays in order, from the launching register on --
cell and delay (ns):
sky130_fd_sc_hd__dfxtp_1 0.33, sky130_fd_sc_hd__inv_1 0.07, sky130_fd_sc_hd__o32ai_2 0.06
Power figures rest on the tool's default switching activity, not on a simulated workload.
