## ./config.mk

```make
export PLATFORM = sky130hd
export DESIGN_NAME = alu
export DESIGN_NICKNAME = alu
export VERILOG_FILES = /design/flow/design.v
export SDC_FILE = /design/flow/constraint.sdc
export NUM_CORES = 4
export LEC_CHECK = 1
export CORE_UTILIZATION = 30
```

## ./constraint.sdc

```tcl
current_design alu

set clk_period 18.4
set clk_io_pct 0.2

create_clock -name clk0 -period $clk_period

set non_clock_inputs [all_inputs -no_clocks]
set_input_delay [expr $clk_period * $clk_io_pct] -clock clk0 $non_clock_inputs
set_output_delay [expr $clk_period * $clk_io_pct] -clock clk0 [all_outputs]
```

## ./design.v

```verilog
`timescale 1ns / 1ps
module alu(
        input [4-1:0] op,
        input [32-1:0]data1,
        input [32-1:0]data2,
        output reg [32-1:0]out
        );
       wire signed   [32-1:0] signeds1; 
       wire ltu;
       wire lt;
       assign ltu= (data1 < data2);
       assign lt= (data1[31]^data2[31])? data1[31]: ltu;
       assign signeds1=data1;
       always @(*) begin 
        case(op)  
             4'b0000: 
                out=data2;
            4'b0001: 
                out= data1 + data2; 
            4'b0110: 
                out= data1 * data2; 
            4'b0010: 
                out = data1 - data2;
            4'b1001: 
                out = data1 & data2;
            4'b0111: 
                out = data1 | data2;
            4'b1010: 
                out = data1 ^ data2;
              4'b0011:
              out = data1 << data2[4:0]; 
              4'b0100:
                out = data1 >> data2[4:0];  
              4'b0101:
                out = signeds1 >>> data2[4:0];  
               4'b1011:
                    out=lt;
               4'b1100:
                    out=ltu;
            default: 
                out = 'b0;
        endcase 
        end
endmodule
```

## ./run.sh

```bash
#!/bin/bash
# OpenROAD 26Q1-2900-gdf79404cd8, Yosys 0.63+post, stock flow scripts
make -C /OpenROAD-flow-scripts/flow DESIGN_CONFIG=/design/flow/config.mk WORK_HOME=/design/flow/orfs finish
```

==> run_results.csv <==
group,metric,value,unit
cells_and_area,area_delta_synth_final,9.252,%
detailed_routing,wl_per_cell,26.57,µm
run,warnings,97,
synthesis,ys_seq_frac,0,
grt,grt_pass1_vias,23710,
clocking,postCtsSetupBuffers,0,
min_path,worstHoldEndpoint,"out[0]",
detailed_routing,antenna_left,0,
min_path,hold_class,"in -> out",
setup_path,crit_path_start_kind,"input pin",
detailed_routing,antennaDiodeCount,0,
timing,max_slew.worst_pin.slew,1.012,ns
detailed_routing,drtIter0Drc,1913,
cells_and_area,utilization,0.3315,
synthesis,ys_types,95,
synthesis,syn_inst,3026,
placed_design,gp_congestion,1.035,
grt,gr-total-overflow,0,
timing,maxSlewHeadroom,0.3182,
synthesis,synth_top_area_share,0.3486,
detailed_routing,drcViolationCount,0,
die,core_area,77590,µm²
synthesis,synthesis.area,23540,µm²
setup_path,worst-setup-path-type,"in -> out",
run,drv_cap,0,
grt,grt.total_usage,0.2885,
min_path,worstHoldPathCells,8,
detailed_routing,viasPerCell,5.555,
detailed_routing,routed_wl,108.0,mm
detailed_routing,vias,22570,
clocking,post_cts_resized,0,
grt,grt_max_degree,63,
die,rows,102,
timing,setup_viol,0,
setup_path,cp.required,14.72,ns
die,dieArea,79600,µm²
detailed_routing,drt-pass1-iter-count,6,
setup_path,critPathSlowestCell,"clkdlybuf4s50_1",
synthesis,largest_area_cell,"fa_1",
synthesis,ys_top_cells_by_area,"fa_1 35%, ha_1 12%, nor2_1 7.8%, inv_1 7.2%, nand2_1 5.2%",
timing,period_needed,16.20,ns
grt,grt_pass1_wl,159.7,mm
cells_and_area,ff_count,0,
synthesis,ys_cells,3026,
synthesis,ys_area,23540,µm²
placed_design,hpwl,84.13,mm
placed_design,dp.cells,4064,
cells_and_area,regArea,0,µm²
placed_design,io_buffers,100,
setup_path,worst_path_most_repeated_cell,"fa_1",
timing,drv_slew,0,
synthesis,yosys_warnings,1,
die,die_x,282.1,µm
timing,hold_viol_final,0,
timing,max_freq,61.74,MHz
cells_and_area,nClkBuffers,0,
die,initial_core_util,0.3034,
clocking,hold_buffers,0,
die,boundaryPins,100,
min_path,min_from,"data2[0]",
setup_path,cp_max_fo,23,
timing,rsz0062_at_grt,"false",
cells_and_area,layout-drive-gt1-share,0.05688,
setup_path,end_kind,"output port",
die,die-height,282.1,µm
grt,antenna_found_initial,1,
status,status,"finished, final reports clean",
setup_path,cpPeakStageDelay,0.82,ns
synthesis,avgSynthCellArea,7.781,µm²
setup_path,arrival,12.52,ns
timing,fin_tns_setup,0,ns
timing,fin_crit_sh,0.8802,
cells_and_area,final_cells,4064,
timing,hold_slack,8.707,ns
stage by stage:
stage / area [µm²] / setup WS (ns)
after global placement: 25720 / 2.405
after floorplan: 23540 / 3.588
final: 25720 / 2.204
after global routing: 25720 / 1.891
after CTS: 25720 / 2.334
after detailed placement: 25720 / 2.381
layout make-up:
cell class / instances / area (µm²)
fill: 8340 / 51870
multi-input combinational: 2357 / 20950
inverter: 472 / 1772
timing repair buffer: 195 / 1697
tap: 1040 / 1301
cell usage in the layout (no fill, tap or decap), types with 71 or more instances in the layout:
master and instances:
fa_1 410, ha_1 220, inv_1 451, buf_4 96
mux2i_1 71, nor2_1 486, clkdlybuf4s50_1 96, nand2_1 324
o21ai_0 126, a21oi_1 136
synthesized netlist by cell type, drive strengths merged (18+ instances only):
| master | instances |
|---|---|
| a211oi | 21 |
| a21o | 28 |
| a21oi | 141 |
| a221oi | 31 |
| a22oi | 25 |
| buf | 70 |
| clkbuf | 127 |
| fa | 410 |
| ha | 220 |
| inv | 458 |
| mux2i | 71 |
| nand2 | 324 |
| nand2b | 25 |
| nand3 | 31 |
| nor2 | 488 |
| nor3 | 30 |
| o2111ai | 18 |
| o211ai | 22 |
| o21ai | 137 |
| xnor2 | 67 |
| xor2 | 23 |
cells by family (layout without fill, tap and decap cells):
group | after synthesis | in the layout | share of synthesized area
xor gates and xnor gates | 90 | 90 | 0.03348
buffers and inverters | 669 | 667 | 0.1112
adders and majority gates | 630 | 630 | 0.4655
AOI/OAI and AO/OA | 583 | 583 | 0.1719
muxes | 93 | 93 | 0.04884
and+or+nand+nor | 961 | 961 | 0.1691
worst max path at each step:
stage / from / endpoint / depth (start not counted)
final: data1[1] / out[31] / 27
after global routing: data1[1] / out[31] / 27
after CTS: data1[1] / out[31] / 27
layer usage:
metal,part of all wire,global-route usage,vias to the layer above
met1,0.38,0.3741,10990
met5,0.0014,0.01404,-
li1,-,-,9831
met3,0.14,0.1380,294
met4,0.054,0.1204,4
met2,0.43,0.4152,1456
worst max-delay path: cells and delay by family:
kind / cells / cell delay (ns)
AND-OR/OR-AND: 9 / 2.26
XOR/XNOR: 1 / 0.18
adder cells (fa/ha/maj): 9 / 3.85
AND/OR/NAND/NOR: 1 / 0.12
buffers and inverters: 7 / 2.37
