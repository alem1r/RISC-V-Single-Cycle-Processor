<file path="run.sh">
#!/bin/bash
# OpenROAD 26Q1-2900-gdf79404cd8, Yosys 0.63+post, stock flow scripts
make -C /OpenROAD-flow-scripts/flow DESIGN_CONFIG=/design/flow/config.mk WORK_HOME=/design/flow/orfs finish
</file>
<file path="config.mk">
export PLATFORM = sky130hd
export DESIGN_NAME = pc
export DESIGN_NICKNAME = pc
export VERILOG_FILES = /design/flow/design.v
export SDC_FILE = /design/flow/constraint.sdc
export NUM_CORES = 4
export LEC_CHECK = 1
export CORE_AREA = 10 10 107 107
export DIE_AREA = 0 0 117 117
</file>
<file path="constraint.sdc">
current_design pc

set clk_period 4.4
set clk_io_pct 0.2

create_clock -name clk0 -period $clk_period [get_ports {clk}]

set non_clock_inputs [all_inputs -no_clocks]
set_input_delay [expr $clk_period * $clk_io_pct] -clock clk0 $non_clock_inputs
set_output_delay [expr $clk_period * $clk_io_pct] -clock clk0 [all_outputs]
</file>
<file path="design.v">
`timescale 1ns / 1ps
module pc( input wire clk,
            input wire [32-1:0] addr_in,
            input  wire stall,
            input wire reset,
           input wire laddr,
           output reg [32-1:0]  addr_out
    );
     reg [32-1:0]  internal;  
    always @(posedge clk) begin
        if(reset)
         internal <='b0;
        else if(laddr & ~stall)
         internal <=addr_in;
        else if (~stall)
         internal <= internal +4;  
        else
         internal <=internal;
    end
     always @(*) begin
        addr_out = internal;
     end
endmodule
</file>
==> run notes <==
The flow ran to the end, and the final reports show no timing, DRC or antenna violations. The synthesis run shows multiplexers occupying 1.78% of the cell area. The register with the most flip-flops in the layout has 32 of them.

Post-cts resize count: 0. The region available for standard cell placement spans 9200 µm². The run gives 0.07 ns for the register clock-pin slew on the reported worst setup and hold paths. The average vias per placed instance came out at 5.47. Pins over their slew limit in the final report were tallied at 0.

Per the synthesis report, the simple-gate share of the synthesized area is 33.9%. Summed over all nets, the half-perimeter wirelength after detailed placement is 6.13 mm. Nets still carrying antenna violations after routing amount to 0.

The tools report the total die size as 13700 µm². In this run, CTS created clock tree buffers numbering 5. Detailed-router iteration count before antenna repair: 4.

The most common logic cells in the final layout are sky130_fd_sc_hd__clkdlybuf4s50_1, sky130_fd_sc_hd__dfxtp_1, sky130_fd_sc_hd__nand2_1. The share of the synthesized area in the top cell type was 28.4%; the worst-margin pin slew was 0.720 ns. In the power breakdown, the internal column shows 517 µW. The report puts the hold buffer count at CTS at 0. Portion of total power attributed to sequential cells: 46.5%.

Setup repair after global routing left no endpoint under its margin. Post-CTS timing repair inserted 0 buffers for setup. The largest register by flop count is internal. The vertical die dimension reported for this design is 117 µm. The kind of capture point of the worst setup path is a flip-flop. Endpoints with negative setup slack in the final report add up to 0.

For this run the aggregate overflow at the end of global routing stands at 0. Hold-check failures listed in the final report amount to 0. With the die extent in x at 117 µm, the routed via count is 2487. The category of the worst setup path launch point was an input port.

TritonCTS built the clock tree. The fraction of final layout cells with drive strength greater than 1 was 9.01%; the port buffer count was 67. In this run the mean area of a mapped cell was 7.80 µm².

With the Yosys warning count at 1, the area share of and-or/or-and cells after synthesis is 29.4%. The post-synth tally of flip-flops with integrated enable was 0; the arrival time of the worst setup path was 2.93 ns. Per the log, the first TritonRoute iteration ended with a DRC count of 202.

After synthesis, the cell types taking the most area are sky130_fd_sc_hd__dfxtp_1, sky130_fd_sc_hd__nand2_1, sky130_fd_sc_hd__nor2_1. Post-route non-filler standard cell count: 455. With the global-route wire length before repair at 13.1 mm, the post-synthesis cell count from yosys is 289.

Entering global routing, the biggest net connects 42 pins. With the maximum vdd ir drop at 0.000106 V, the net switching component of the power is 206 µW. The run gives 0.555% for the adder-cell share of the synthesized area. By startpoint and endpoint, the worst setup path is classified as input port to flip-flop.

The layout report lists the combined flip-flop and latch area as 641 µm². The boundary pin count is 68. In this run the core area contains 35 standard-cell rows. With the initial antenna violation count at 0, the layout-stage area growth over the synthesis result is 36.5%. The filler cells instantiated in the layout total 959.

The run reported a max-capacitance violation count of 0. The tools report the highest clock frequency the design can meet as 0.363 GHz. The detailed placer reported the number of placed instances as 447. The DRC violation total left in the routed layout is recorded as 0.

Per the detail_route report, routed wire per instance is 18.2 µm. The layout report lists the multi-input gate area as 1480 µm². Per the slew report, the remaining headroom to the max-slew limit stands at 51.6%.

The flow reported a cell area power density of 235 nW/µm². The share of the core area taken by cells at floorplan is 24.5%. The run gives 2423 for the number of global-route vias before repair.

The run gives 62.6% for the portion of the clock cycle consumed by the worst path in the final layout. The run gives 0 ns as the total negative slack for setup checks. Looking at the cell usage after synthesis, the top flip-flop cell is sky130_fd_sc_hd__dfxtp_1. Clock skew on the completed layout was measured at 0.00944 ns. The largest total area in the synthesized netlist belongs to sky130_fd_sc_hd__dfxtp_1. Leaving out fill and tap cells, the most frequent cell in the layout is sky130_fd_sc_hd__clkdlybuf4s50_1. At the later pin of the worst-skew pair, clock insertion delay measures 0.29 ns. The run gives 2990 µm² as the post-placement cell area. Among the non-sequential cells, simple AND/OR/NAND/NOR gates take the most area.

The registers reported with the highest flop counts are internal (32). The run gives 12.0% as the total routing resource utilization after global routing. The shortest period the worst path allows was 2.75 ns. The clock passes through at most 2 buffers. For reference, XOR and XNOR gates occupy 0% of the area reported after synthesis. Per Yosys stat, the portion of area used by sequential elements is 28.4%. Share of power burned in the clock network: 33.6%. The flip-flop and latch count after synthesis came out at 32. The tools report the clock root buffer as sky130_fd_sc_hd__clkbuf_8. OpenROAD emitted warnings numbering 25.

The summed area of non-filler cells in the final layout is 3080 µm². The run gives 32 as the number of clock sinks seen by CTS. Synthesis produced 289 cells. The proportion of power drawn by combinational gates is 20.0%, and the fraction of synthesis flops using an asynchronous set or reset pin is 0%. The combined area of all synthesized cells came out at 2250 µm².

According to the Yosys statistics, the synthesized design has a chip area of 2250 µm². The switching share of power is 28.5%, and the detailed-route wire length is 8.27 mm. Per the timing report, the biggest fanout along the worst path comes to 29. At the end of routability-driven placement, the weighted congestion stood at 0.865. The number of antenna diodes in the final layout is 0. Per the OpenROAD power report, leakage power amounts to 0.00105 µW.

Class of the tightest hold or removal check: flip-flop to flip-flop. Yosys mapped the design onto 67 distinct sky130hd cell types. The H-tree generated during clock tree synthesis spans 2 levels. The run gives 4.57 ns as the data required time at the worst endpoint.
layout make-up:
cell class,count,area share [%]
multi-input combinational,226,48.0
clock buffer,6,2.68
inverter,7,0.854
clock inverter,2,0.325
timing repair buffer,71,22.8
sequential,32,20.8
tap,111,4.51
worst paths after layout:
| kind | startpoint | end | slack (ns) | depth (start not counted) |
|---|---|---|---|---|
| setup / recovery | stall | internal[28] | 1.65 | 6 |
| hold / removal | internal[1] | internal[1] | 0.47 | 2 |
| setup reg to reg | internal[8] | internal[23] | 2.28 | 4 |
| hold reg to reg | internal[1] | internal[1] | 0.47 | 2 |
power groups by stage:
| stage | Combinational (µW) | Clock [µW] | Sequential [µW] |
|---|---|---|---|
| 4_1_cts | 146 | 249 | 336 |
| 5_1_grt | 159 | 260 | 340 |
| 6_report | 144 | 243 | 336 |
worst max-delay path: stages:
cell and delay, ns:
sky130_fd_sc_hd__clkdlybuf4s50_1 0.67, sky130_fd_sc_hd__buf_4 0.36, sky130_fd_sc_hd__or2_1 0.45, sky130_fd_sc_hd__nor3_1 0.07, sky130_fd_sc_hd__and4_1 0.20, sky130_fd_sc_hd__or3_1 0.29
synth_stat cells, types with 6 or more instances:
master and count:
sky130_fd_sc_hd__dfxtp_1 32, sky130_fd_sc_hd__nand2_1 30, sky130_fd_sc_hd__nor2_1 27, sky130_fd_sc_hd__a21oi_1 16, sky130_fd_sc_hd__clkbuf_1 13, sky130_fd_sc_hd__a22oi_1 12
sky130_fd_sc_hd__a31oi_1 11, sky130_fd_sc_hd__nand3_1 10, sky130_fd_sc_hd__nand4_1 10, sky130_fd_sc_hd__nor3_1 9, sky130_fd_sc_hd__o21ai_0 9, sky130_fd_sc_hd__inv_1 7
sky130_fd_sc_hd__buf_2 6, sky130_fd_sc_hd__o311ai_0 6
per-stage QoR:
stage,setup WS (ns),hold slack [ns],power [µW],util (%)
final,1.65,0.473,723,33.5
after global placement,1.40,0.458,487,32.5
after floorplan,2.28,0.422,397,-
after CTS,1.68,0.471,731,33.5
after global routing,1.57,0.519,759,33.5
after detailed placement,1.37,0.460,487,32.5
kinds of logic after synthesis:
| family | after synthesis |
|---|---|
| adders and majority gates | 1 |
| and+or+nand+nor | 131 |
| muxes | 4 |
| buffers and inverters | 31 |
| DFF | 32 |
| AOI/OAI and AO/OA | 90 |
metal layers:
metal	part of all wire, %	track usage (%)
met5	0	0
met4	0.93	1.07
met3	8.9	3.56
met2	45	18.6
met1	45	16.9
Power and IR drop assume default switching activity.
